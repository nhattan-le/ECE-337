## flow/design.v

```verilog
module apb_slave
(
   input wire clk,
   input wire n_rst,
   input wire [7:0] rx_data,
   input wire data_ready,
   input wire overrun_error,
   input wire framing_error,
   output reg data_read,
   input wire psel,
   input wire [2:0] paddr,
   input wire penable,
   input wire pwrite,
   input wire [7:0] pwdata,
   output reg [7:0] prdata,
   output reg pslverr,
   output reg [3:0] data_size,
   output reg [13:0] bit_period
);
reg [6:0][7:0] apb_regs;
reg [7:0] read_data, write_data;
reg [1:0] state, next_state;
reg data_read_int;
localparam START = 2'b00;
localparam READ = 2'b01;
localparam WRITE = 2'b11;
always_ff @ (posedge clk, negedge n_rst) begin
    if(n_rst == 1'b0) begin
        state <= START;
    end
    else begin
        state <= next_state;
    end
end
always_ff @ (posedge clk, negedge n_rst) begin
    if(n_rst == 1'b0) begin
	apb_regs[2] <= 8'h0;
	apb_regs[3] <= 8'h0;
	apb_regs[4] <= 8'h0;
        read_data <= 8'h0;
    end
    else begin
	if((paddr[2:0] == 3'b010) & psel & penable & pwrite) begin
	   apb_regs[2] <= pwdata;
	end
	if((paddr[2:0] == 3'b011) & psel & penable & pwrite) begin
	   apb_regs[3] <= pwdata;
	end
	if((paddr[2:0] == 3'b100) & psel & penable & pwrite) begin
	   apb_regs[4] <= pwdata;
	end
	if(psel & !pwrite) begin
	   read_data <= apb_regs[paddr[2:0]];
	end
    end
end
always_comb  begin
        apb_regs[0] <= {7'b0, data_ready};
	apb_regs[1] <= {6'b0, overrun_error, framing_error};
	apb_regs[5] <= 8'h0;
	apb_regs[6] <= rx_data[7:0];
end
assign bit_period[7:0] = apb_regs[2];
assign bit_period[13:8] = apb_regs[3][5:0];
assign data_size[3:0] = apb_regs[4][3:0];
assign prdata = read_data;
always_comb begin
   next_state = state;
   case(state)
   START: 
   begin
      if(psel & !pwrite) begin
          next_state = READ;
      end
      else if(psel & pwrite) begin
          next_state = WRITE;
      end
   end
   READ:
   begin 
      if(penable) begin
         next_state = START;
      end
   end
   WRITE:
   begin
      if(penable) begin
         next_state = START;
      end
   end
   default:
   begin
      next_state = START;
   end
   endcase
end
always_comb begin
   pslverr = 1'b0;
   data_read = 1'b0;
   case(state)
   START: 
   begin
      pslverr = 1'b0;
      data_read = 1'b0;
   end
   READ:
   begin 
      if(paddr[2:0] == 3'b111) begin
         pslverr = 1'b1;
      end
      if(paddr[2:0] == 3'b110) begin
         data_read = 1'b1;
      end
   end
   WRITE:
   begin
      if((paddr[2:0] == 3'b000) | (paddr[2:0] == 3'b001) | (paddr[2:0] == 3'b101) | (paddr[2:0] == 3'b110) | (paddr[2:0] == 3'b111)) begin
         pslverr = 1'b1;
      end
      data_read = 1'b0;
   end
   default:
   begin
      pslverr = 1'b0;
      data_read = 1'b0;
   end
   endcase
end
endmodule
```

## flow/run.sh

```bash
#!/bin/bash
# OpenROAD 26Q1-2900-gdf79404cd8, Yosys 0.63+post, stock flow scripts
make -C /OpenROAD-flow-scripts/flow DESIGN_CONFIG=/design/flow/config.mk WORK_HOME=/design/flow/orfs finish
```

## flow/config.mk

```make
export PLATFORM = sky130hd
export DESIGN_NAME = apb_slave
export DESIGN_NICKNAME = apb_slave
export VERILOG_FILES = /design/flow/design.v
export SDC_FILE = /design/flow/constraint.sdc
export NUM_CORES = 4
export LEC_CHECK = 1
export CORE_UTILIZATION = 40
```

## flow/constraint.sdc

```tcl
current_design apb_slave

set clk_period 1.8
set clk_io_pct 0.2

create_clock -name clk0 -period $clk_period [get_ports {clk}]

set non_clock_inputs [all_inputs -no_clocks]
set_input_delay [expr $clk_period * $clk_io_pct] -clock clk0 $non_clock_inputs
set_output_delay [expr $clk_period * $clk_io_pct] -clock clk0 [all_outputs]
```

==> impl_results.html <==
<p>Metrics extracted from the flow reports.</p>
<table>
<tr><th>Metric</th><th>Value</th></tr>
<tr><th colspan="2">Outcome</th></tr>
<tr><td>Status</td><td>finished clean</td></tr>
<tr><th colspan="2">Worst setup path</th></tr>
<tr><td>Critical Path AT</td><td>1400 ps</td></tr>
<tr><td>Critical setup path kind</td><td>input port to output pin</td></tr>
<tr><td>Maximum fanout along the worst path</td><td>3</td></tr>
<tr><td>Type of origin of the critical path</td><td>input port</td></tr>
<tr><td>Slowest stage delay, CP</td><td>around 450 ps</td></tr>
<tr><td>CP endpoint kind</td><td>output pin</td></tr>
<tr><td>Setup slack, reg-to-reg</td><td>about 790 ps</td></tr>
<tr><td>Ordered cell list for the critical path</td><td>clkdlybuf4s15_1 &gt; nor2b_4 &gt; and3_4 &gt; clkdlybuf4s50_1</td></tr>
<tr><td>Endpoint of the lowest-slack register-to-register path</td><td>read_data[0]</td></tr>
<tr><td>Critical path data required time</td><td>approximately 1400 ps</td></tr>
<tr><td>Number of cells on the worst reg-to-reg path</td><td>3</td></tr>
<tr><td>Startpoint of the most critical setup path</td><td>paddr[2]</td></tr>
<tr><td>Reg-to-Reg Start</td><td>apb_regs[16]</td></tr>
<tr><td>Standard cell with the maximum stage delay on the critical path</td><td>clkdlybuf4s50_1</td></tr>
<tr><th colspan="2">CTS</th></tr>
<tr><td>Post-CTS clock slew at the launch and capture registers of the worst setup and hold paths</td><td>about 70 ps</td></tr>
<tr><td>Root buffer cell</td><td>clkbuf_8</td></tr>
<tr><td>Number of hold-repair buffers added at the cts stage</td><td>0</td></tr>
<tr><td>Clock buffer count from CTS</td><td>5</td></tr>
<tr><td>CTS H-tree depth</td><td>2</td></tr>
<tr><td>Deepest clock path buffer count</td><td>2</td></tr>
<tr><td>Sink count of the clock tree</td><td>35</td></tr>
<tr><td>Later-pin clock latency in the skew report</td><td>about 280 ps</td></tr>
<tr><td>TritonCTS clock tree</td><td>built</td></tr>
<tr><th colspan="2">Yosys</th></tr>
<tr><td>Number of different library cells in the post-synthesis netlist</td><td>32</td></tr>
<tr><td>Fraction of post-synthesis cell area in the top cell type by area</td><td>45.2%</td></tr>
<tr><td>Number of flops mapped to enable cells by yosys</td><td>0</td></tr>
<tr><td>Cell types with the largest area share after synthesis</td><td>dfrtp_1 (45%), mux2_2 (10%), buf_4 (7.2%), mux2_4 (6.4%), mux2i_1 (4.3%)</td></tr>
<tr><td>Simple-gate share of the synthesized area</td><td>9.84%</td></tr>
<tr><td>Synthesized-area fraction occupied by xor and xnor cells</td><td>0%</td></tr>
<tr><td>Post-synth ARST share</td><td>about 100%</td></tr>
<tr><td>Cells in synth_stat.txt</td><td>roughly 160</td></tr>
<tr><td>Main logic family</td><td>multiplexers</td></tr>
<tr><td>Largest area contributor in the synthesized netlist</td><td>dfrtp_1</td></tr>
<tr><td>Count of mapped cells out of synthesis</td><td>162</td></tr>
<tr><td>Area fraction in full adders, half adders and majority gates</td><td>0%</td></tr>
<tr><td>Seq share, synth</td><td>46.6%</td></tr>
<tr><td>Multiplexer share of the synthesized area</td><td>20.8%</td></tr>
<tr><td>Seq cells post-synth</td><td>35</td></tr>
<tr><td>Top FF cell, synth</td><td>dfrtp_1</td></tr>
<tr><td>Area figure in the yosys stat output</td><td>1880 µm²</td></tr>
<tr><td>Synthesized-area fraction occupied by ao, oa, aoi and oai cells</td><td>~10%</td></tr>
<tr><td>Yosys warning total</td><td>5</td></tr>
<tr><td>Post-synthesis instance area</td><td>1880 µm²</td></tr>
<tr><td>Average instance area after synthesis</td><td>11.6 µm²</td></tr>
<tr><th colspan="2">Detailed routing</th></tr>
<tr><td>Total antenna diodes in the routed design</td><td>0</td></tr>
<tr><td>Vias per std cell</td><td>5.14</td></tr>
<tr><td>DR pass1 iterations</td><td>20</td></tr>
<tr><td>Final routed wire length divided by cell count</td><td>15.5 µm</td></tr>
<tr><td>Remaining antenna violation count after routing</td><td>0</td></tr>
<tr><td>Total routed wirelength</td><td>between 4000 and 5000 µm</td></tr>
<tr><td>DRC errors left</td><td>0</td></tr>
<tr><td>Starting DRT DRC Count</td><td>68</td></tr>
<tr><td>Overall via count from detail_route</td><td>1403</td></tr>
<tr><th colspan="2">Cells and area</th></tr>
<tr><td>Fraction of layout instances using a drive strength above 1</td><td>29.4%</td></tr>
<tr><td>Post-Route Utilization</td><td>just under 60%</td></tr>
<tr><td>Non-Filler Cell Area, Final</td><td>2570 µm²</td></tr>
<tr><td>Area overhead of the layout relative to synthesis</td><td>36.6%</td></tr>
<tr><th colspan="2">Final timing</th></tr>
<tr><td>Worst Hold Margin</td><td>440 ps</td></tr>
<tr><td>RSZ-0062 raised after global routing</td><td>false</td></tr>
<tr><td>Upper clock frequency limit</td><td>about 570 MHz</td></tr>
<tr><td># setup viols final</td><td>0</td></tr>
<tr><td>Pins over their slew limit</td><td>0</td></tr>
<tr><td>Setup clock skew after layout</td><td>3.36 ps</td></tr>
<tr><td>Tightest slew margin relative to the limit</td><td>a little under 90%</td></tr>
<tr><td>Final Cycle Share</td><td>97.7%</td></tr>
<tr><td>Final number of hold-violating endpoints</td><td>0</td></tr>
<tr><td>Slew at the pin with the worst max-slew slack</td><td>201 ps</td></tr>
<tr><td>Post-route setup TNS</td><td>0 ps</td></tr>
<tr><td>Shortest period the worst path allows</td><td>1760 ps</td></tr>
<tr><th colspan="2">Placement</th></tr>
<tr><td>Count of input and output buffers</td><td>54</td></tr>
<tr><td>Half-perimeter wire length after detailed placement</td><td>roughly 3000 µm</td></tr>
<tr><td>Final weighted congestion in routability-driven placement</td><td>0.841</td></tr>
<tr><td>Placement Cell Area</td><td>~2400 µm²</td></tr>
<tr><th colspan="2">Power</th></tr>
<tr><td>Switching power as a share of total power</td><td>24.7%</td></tr>
<tr><td>Lkg Pwr</td><td>1.12 nW</td></tr>
<tr><td>Relative contribution of combinational cells to total power</td><td>between 20% and 30%</td></tr>
<tr><td>Share of power burned in the clock network</td><td>between 20% and 30%</td></tr>
<tr><td>Worst supply voltage drop on vdd</td><td>between 500 and 600 µV</td></tr>
<tr><td>Switching power of the nets</td><td>about 0.00053 W</td></tr>
<tr><td>Power per unit of standard cell area</td><td>830 nW/µm²</td></tr>
<tr><td>Share of power burned in registers</td><td>48.0%</td></tr>
<tr><td>Cell-internal power</td><td>0.00161 W</td></tr>
<tr><th colspan="2">GRT</th></tr>
<tr><td>Wire length of the first global-routing pass</td><td>6890 µm</td></tr>
<tr><td>Vias in the first global route</td><td>1368</td></tr>
<tr><td>Antenna violations before repair</td><td>0</td></tr>
<tr><td>Global Route Usage Sum</td><td>18.3%</td></tr>
<tr><td>Maximum number of pins on one net before global-route repair</td><td>36</td></tr>
<tr><td>Residual overflow from global routing</td><td>0</td></tr>
<tr><th colspan="2">Flow run</th></tr>
<tr><td>Number of max-cap violations</td><td>0</td></tr>
<tr><td>Tally of OpenROAD warnings</td><td>25</td></tr>
<tr><th colspan="2">Die</th></tr>
<tr><td>I/O pin count</td><td>55</td></tr>
<tr><td>Total die size</td><td>4980 µm²</td></tr>
<tr><td>Floorplan Utilization</td><td>42.3%</td></tr>
<tr><td>Die Y</td><td>slightly above 70 µm</td></tr>
<tr><td>Number of rows created at floorplan</td><td>24</td></tr>
<tr><td>Total core area</td><td>about 4400 µm²</td></tr>
<tr><td>Horizontal die dimension</td><td>70.6 µm</td></tr>
<tr><th colspan="2">Hold path</th></tr>
<tr><td>Min-delay worst type</td><td>input port to asynchronous set/reset pin</td></tr>
</table>
## cells in the mapped netlist, types with 2 or more instances
cell type  number
a21oi_1         8
a22oi_1         6
a31oi_1         2
buf_4          18
buf_6           4
clkbuf_1        6
dfrtp_1        34
inv_1           3
mux2_2         17
mux2_4          8
mux2i_1         8
nand2_1         3
nand3_1         2
nand3b_1        6
nor2_1          9
nor2b_4         2
o21ai_0        11
## area by class of cell
cell class	instances	area, µm²
Sequential cell	35	877
Inverter	3	11.3
Fill cell	372	1870
Timing Repair Buffer	80	757
Clock buffer	6	72.6
Multi-Input combinational cell	95	774
Clock inverter	2	12.5
Tap cell	52	65.1
## worst max-delay path: cells and delay by family
kind | cells | cell delay (ps)
simple gates | 2 | 360
buf+inv | 2 | 680
## flip-flops by register name, summed over array words and instances (netlist names)
signal,flops
apb_regs,24
read_data,8
state,3
## routing by layer
layer	track usage [%]	up-vias	share of wire [%]
li1	-	674	-
met1	28.7	685	46
met2	28.6	40	48
met3	3.90	4	5.1
met4	1.78	0	0.61
met5	0	-	0
## what timing repair did
action / 4_1_cts / 5_1_grt
setup buffers: 2 / 2
gates resized: 7 / 5
endpoints found under the setup margin: 7 / 2
pin swaps: 1 / 3
## how the worst max path moves through the flow
stage | end | depth (start not counted) | slack [ps]
after CTS | data_read | 4 | 10
after global routing | data_read | 3 | 2
final | data_read | 4 | 40
## per-stage QoR
stage                     worst slack [ps]  power, W  cells
after floorplan                        174   0.00133    162
after global placement                -304   0.00158    261
after detailed placement              -334   0.00159    261
after CTS                             10.9   0.00215    271
after global routing                  2.32   0.00226    273
final                                 40.9   0.00213    273
## power groups by stage
stage / registers [W] / clock network, W / logic, W
final: 0.00102 / 0.000547 / 0.000563
after global routing: 0.00104 / 0.000604 / 0.000616
after CTS: 0.00102 / 0.000565 / 0.000558
## cells in the final DEF, fill, tap and decap left out, drive strengths merged, types with 2 or more instances in the layout
| cell | count |
|---|---|
| a31oi | 2 |
| nand3b | 6 |
| nor2 | 10 |
| inv | 3 |
| clkbuf | 6 |
| clkdlybuf4s15 | 4 |
| nand3 | 2 |
| mux2 | 25 |
| a22oi | 6 |
| dfrtp | 34 |
| clkdlybuf4s50 | 50 |
| nor2b | 3 |
| o21ai | 11 |
| nand2 | 3 |
| mux2i | 8 |
| a21oi | 8 |
| buf | 26 |
## cell families after synthesis
| group | count (synthesis) |
|---|---|
| buffers and inverters | 32 |
| muxes | 33 |
| and+or+nand+nor | 30 |
| DFF | 35 |
| AOI/OAI and AO/OA | 32 |
No activity file was given, so power comes from the tool's default toggle rates.
