--- run.sh ---
#!/bin/bash
# OpenROAD 26Q1-2900-gdf79404cd8, Yosys 0.63+post, stock flow scripts
make -C /OpenROAD-flow-scripts/flow DESIGN_CONFIG=/design/flow/config.mk WORK_HOME=/design/flow/orfs finish
--- config.mk ---
export PLATFORM = sky130hd
export DESIGN_NAME = ahb_lite_slave
export DESIGN_NICKNAME = ahb_lite_slave
export VERILOG_FILES = /design/flow/design.v
export SDC_FILE = /design/flow/constraint.sdc
export NUM_CORES = 4
export LEC_CHECK = 1
export CORE_UTILIZATION = 40
--- constraint.sdc ---
current_design ahb_lite_slave

set clk_period 6.3
set clk_io_pct 0.2

create_clock -name clk0 -period $clk_period [get_ports {clk}]

set non_clock_inputs [all_inputs -no_clocks]
set_input_delay [expr $clk_period * $clk_io_pct] -clock clk0 $non_clock_inputs
set_output_delay [expr $clk_period * $clk_io_pct] -clock clk0 [all_outputs]
--- design.v ---
module ahb_lite_slave
(
  input wire clk,
  input wire n_rst,
  output reg [15:0] sample_data,
  output reg data_ready,
  output reg new_coefficient_set,
  input wire [1:0] coefficient_num,
  output reg [15:0] fir_coefficient,
  input wire modwait,
  input wire [15:0] fir_out,
  input wire err,
  input wire hsel,
  input wire [3:0] haddr,
  input wire hsize,
  input wire [1:0] htrans,
  input wire hwrite,
  input wire clear_new_coeff,
  input wire [15:0] hwdata,
  output reg [15:0] hrdata,
  output reg hresp
);
reg [15:0][7:0] ahb_regs, next_ahb_regs;
reg [15:0] read_data, write_data;
reg [1:0] state, next_state;
reg [3:0] write_req_addr, read_req_addr;
reg write_req, read_req, write_req_size, read_req_size;
reg data_ready_int, data_ready_int_reg, data_ready_int_reg2;
wire busy;
localparam IDLE = 2'b00;
localparam ADDR = 2'b01;
localparam DATA_ADR = 2'b10;
localparam DATA = 2'b11;
always_ff @ (posedge clk, negedge n_rst) begin
    if(n_rst == 1'b0) begin
        state <= ADDR;
    end
    else begin
        state <= next_state;
    end
end
always_ff @ (posedge clk, negedge n_rst) begin
    if(n_rst == 1'b0) begin
	ahb_regs[0] <= 8'h0;
	ahb_regs[1] <= 8'h0;
	ahb_regs[2] <= 8'h0;
	ahb_regs[3] <= 8'h0;
	ahb_regs[4] <= 8'h0;
	ahb_regs[5] <= 8'h0;
	ahb_regs[6] <= 8'h0;
	ahb_regs[7] <= 8'h0;
	ahb_regs[8] <= 8'h0;
	ahb_regs[9] <= 8'h0;
	ahb_regs[10] <= 8'h0;
	ahb_regs[11] <= 8'h0;
	ahb_regs[12] <= 8'h0;
	ahb_regs[13] <= 8'h0;
	ahb_regs[14] <= 8'h0;
	ahb_regs[15] <= 8'h0;
        read_data <= 16'h0;
	write_req <= 1'b0;
	write_req_addr <= 4'h0;
	write_req_size <= 1'b0;
	data_ready_int_reg <= 1'b0;
	data_ready_int_reg2 <= 1'b0;
    end
    else begin
	ahb_regs[0] <= next_ahb_regs[0];
	ahb_regs[1] <= next_ahb_regs[1];
	ahb_regs[2] <= next_ahb_regs[2];
	ahb_regs[3] <= next_ahb_regs[3];
	ahb_regs[4] <= next_ahb_regs[4];
	ahb_regs[5] <= next_ahb_regs[5];
	ahb_regs[6] <= next_ahb_regs[6];
	ahb_regs[7] <= next_ahb_regs[7];
	ahb_regs[8] <= next_ahb_regs[8];
	ahb_regs[9] <= next_ahb_regs[9];
	ahb_regs[10] <= next_ahb_regs[10];
	ahb_regs[11] <= next_ahb_regs[11];
	ahb_regs[12] <= next_ahb_regs[12];
	ahb_regs[13] <= next_ahb_regs[13];
	ahb_regs[14] <= next_ahb_regs[14];
	ahb_regs[15] <= next_ahb_regs[15];	
	if(read_req) begin
	   if (read_req_size) begin
	   read_data <= {next_ahb_regs[read_req_addr + 1], next_ahb_regs[read_req_addr]};
		end
	   else begin
	   read_data <= {8'h00, next_ahb_regs[read_req_addr[3:0]]};
		end
	end
	write_req <= hsel & hwrite & htrans == 2'b10;
	write_req_addr <= haddr[3:0];
	write_req_size <= hsize;
	data_ready_int_reg <= data_ready_int;
	data_ready_int_reg2 <= data_ready_int_reg;
    end
end
always_comb  begin
	next_ahb_regs <= ahb_regs;
        next_ahb_regs[0] <= {7'b0, busy};
        next_ahb_regs[1] <= {7'b0, err};
	next_ahb_regs[2] <= fir_out[7:0];
	next_ahb_regs[3] <= fir_out[15:8];
	if(write_req & (write_req_addr[3:0] == 4'd4)) begin
	   next_ahb_regs[4] <= write_data[7:0];
	   if (write_req_size)  next_ahb_regs[5] <= write_data[15:8];
	end
	if(write_req & (write_req_addr[3:0] == 4'd5)) begin
	   next_ahb_regs[5] <= write_data[7:0];
	end
	if(write_req & (write_req_addr[3:0] == 4'd6)) begin
	   next_ahb_regs[6] <= write_data;
	   if (write_req_size)  next_ahb_regs[7] <= write_data[15:8];
	end
	if(write_req & (write_req_addr[3:0] == 4'd7)) begin
	   next_ahb_regs[7] <= write_data;
	end
	if(write_req & (write_req_addr[3:0] == 4'd8)) begin
	   next_ahb_regs[8] <= write_data[7:0];
	   if (write_req_size) next_ahb_regs[9] <= write_data[15:8];
	end
	if(write_req & (write_req_addr[3:0] == 4'd9)) begin
	   next_ahb_regs[9] <= write_data[7:0];
	end
	if(write_req & (write_req_addr[3:0] == 4'd10)) begin
	   next_ahb_regs[10] <= write_data[7:0];
	   if (write_req_size) next_ahb_regs[11] <= write_data[15:8];
	end
	if(write_req & (write_req_addr[3:0] == 4'd11)) begin
	   next_ahb_regs[11] <= write_data[7:0];
	end
	if(write_req & (write_req_addr[3:0] == 4'd12)) begin
	   next_ahb_regs[12] <= write_data[7:0];
           if (write_req_size) next_ahb_regs[13] <= write_data[15:8];
	end
	if(write_req & (write_req_addr[3:0] == 4'd13)) begin
	   next_ahb_regs[13] <= write_data[7:0];
	end
	if(write_req & (write_req_addr[3:0] == 4'd14)) begin
	   next_ahb_regs[14] <= write_data[7:0];
		end
	else begin
		if (clear_new_coeff) begin
	   next_ahb_regs[14][0] <= 0;
		end
	end
end
assign sample_data = {ahb_regs[5], ahb_regs[4]};
assign fir_coefficient = coefficient_num == 2'b00 ? {ahb_regs[7], ahb_regs[6]} : coefficient_num == 2'b01 ? {ahb_regs[9],ahb_regs[8]} : coefficient_num == 2'b10 ? {ahb_regs[11],ahb_regs[10]} : {ahb_regs[13],ahb_regs[12]};
assign new_coefficient_set = ahb_regs[14][0] | next_ahb_regs[14][0];
assign hrdata = read_data;
assign write_data = hwdata;
assign read_req = hsel & !hwrite & htrans == 2'b10;
assign read_req_addr = haddr[3:0];
assign read_req_size = hsize;
assign data_ready = data_ready_int_reg | data_ready_int_reg2 | data_ready_int;
assign busy = modwait | data_ready;
always_comb begin
   next_state = state;
   case(state)
   ADDR:
   begin 
      if(hsel & (htrans == 2'b10)) begin
          next_state = DATA;
      end
      else begin
          next_state = ADDR;
      end
   end
   DATA_ADR:
   begin
      if(hsel & (htrans == 2'b10)) begin
          next_state = DATA_ADR;
      end
      else begin
          next_state = DATA;
      end
   end
   DATA:
   begin
     if(hsel & (htrans == 2'b10)) begin
          next_state = DATA_ADR;
      end
     else begin
          next_state = ADDR;
   	end
   end
   default:
   begin
      next_state = ADDR;
   end
   endcase
end
always_comb begin
   hresp = 1'b0;
   data_ready_int = 1'b0;
   case(state)
   ADDR:
   begin 
      if ((hsel & hwrite & (htrans == 2'b10) &(haddr[3:1] == 3'b000 || haddr[3:1] == 3'b001  )) ||(hsel & (htrans == 2'b10) & (haddr[3:0] == 4'b1111))) begin  
	hresp = 1'b1;
	end
      data_ready_int = 1'b0;
   end
   DATA_ADR:
   begin
     if ((hsel & hwrite & (htrans == 2'b10) &(haddr[3:1] == 3'b000 || haddr[3:1] == 3'b001)) ||(hsel & (htrans == 2'b10) & (haddr[3:0] == 4'b1111))) begin  
	hresp = 1'b1;
	end
      if (write_req & (write_req_addr[3:0] == 4'b0100)) begin  
      data_ready_int = 1'b1;
	end
   end
   DATA:
   begin
     if ((hsel & hwrite & (htrans == 2'b10) &(haddr[3:1] == 3'b000 || haddr[3:1] == 3'b001  )) ||(hsel & (htrans == 2'b10) & (haddr[3:0] == 4'b1111))) begin  
	hresp = 1'b1;
	end
      if (write_req & (write_req_addr[3:0] == 4'b0100)) begin  
      data_ready_int = 1'b1;
   	end
   end
   default:
   begin
      hresp = 1'b0;
      data_ready_int = 1'b0;
   end
   endcase
end
endmodule
==> COMMIT_EDITMSG <==
Update PnR metrics after Yosys + OpenROAD run

* Overall fraction of global-route tracks in use: 0.352
* Overall die height: 138 µm
* Total via count in the routed design: 7530
- Counting endpoints that fail hold in the final report gives 0.
- The endpoint of the worst hold path is reported as data_ready_int_reg2.
* Total internal power: 1.75 mW
- Routed Wire Length: 31700 µm
- After layout, the setup clock skew is reported as 0.00618 ns.
- RR Startpoint: write_req
* Worst vdd rail ir drop: 0.184 mV
- The area taken by multi-input combinational cells is reported as 0.00409 mm².
* Setup crit end kind: primary output
- The worst setup path is launched from a primary input.
- The via count of the first global-routing pass is 7419.
- Count of nets left with antenna violations after detail routing: 0
- The final antenna diode tally reported by the flow is 0.
- The core region is 0.0181 mm².
* Slack of the worst reg-to-reg path: 2.83 ns
- In this run the tool buffered the top-level ports with 98 buffer cells.
- Level count of the clock H-tree: 4
* Routability congestion estimate from global placement: 0.981
- Using the TritonRoute via totals, the vias-per-cell ratio works out to 6.67.
- Per Yosys stat, the portion of area used by sequential elements is 0.387.
- The placement stage leaves a total instance area of 0.00849 mm².
- In this run, the synthesized area fraction spent on xor and xnor cells is recorded as 0.
- The switching portion of total power comes to 0.287.
* Setup repair after global routing missed its margin: false
- The wire-length estimate of the detail-placed layout is 21900 µm.
- Layout cells sized above 1: 0.124
- Of all nets on the critical path, the largest fanout is 25.
* Switching power of the nets: 707 µW
* Drt first pass iters: 25
* Run status: finished, final reports clean
- In this run the horizontal extent of the chip is 138 µm.
- The CTS report gives the tree buffer count as 17.
- Power density over cell area: 270 mW/mm²
- After global routing the overflow that remains totals 0.
- Finish-stage setup viols: 0
- Final TNS setup: 0 ns
- Total power: 2.46 mW
* Clock sinks: 115
* Leading register cell type out of synthesis: sky130_fd_sc_hd__dfrtp_1
- Path class of the lowest-slack min-delay path: flip-flop to flip-flop
* Part of the total power dissipated in combinational logic: 0.225
* Data arrival time of the worst path: 3.77 ns
* Count of library flops with an enable pin: 0
- The layout has 1694 filler cells.
- Max-cap violations: 0
- Number of buffers inserted by post-CTS setup repair: 0
- The synthesis stat section lists a flop and latch total of 115.
- I/O pin cnt: 99
* Cell type with the highest aggregate area in the netlist: sky130_fd_sc_hd__dfrtp_1
* CTS max path bufs: 2
- Yosys Chip Area: 0.00744 mm²
- Measured against the total synthesized area, the mux share comes to 0.125.
- The launch point of the worst min-delay path is recorded as data_ready_int_reg.
* Number of flip-flops in the largest register: 72
- Routed wire length on met3: 4230 µm
- Cell Area, Synth: 0.00744 mm²
* Post-route DRC: 0
- After clock tree synthesis, the clock-pin slew on the worst setup and hold paths is 0.05 ns.
- The worst register-to-register path has a depth of 6.
* Final-report max-slew violation count: 0
* Sequential cell area: 0.00288 mm²
- Share of flip-flops with an asynchronous set or reset: 1.00
* Final core occ: 0.503
- Number of antenna violations at the first check in global routing: 0
- Of the total power, registers draw 0.365.
- Count of mapped cells out of synthesis: 832
* Static Leakage: 3.56 nW
- Data required time of the critical path: 5.04 ns
- Per-instance average area after synthesis: 8.95 µm²
- Site row count: 49
- Cell variety after synth: 74
* Largest net degree at the start of global routing: 61
- More flip-flops sit in one register than any other, and that register is ahb_regs.
- Signal routing reaches up to met4.
- The worst hold path was traced through 0 stages.
- Effective utilization at floorplan: 0.412
- The area growth from synthesis to layout is 22.3%.
- Post-synthesis cell count from yosys: 832
- The overall die size recorded for this design is 0.0192 mm².
- Highest attainable clock frequency: 199 MHz
* Max-Slew Margin vs Limit: 0.364
- The cell-mix breakdown from Yosys lists the compound-gate area share as 0.237.
- The final report gives the standard cell area, fillers excluded, as 0.00910 mm².
* WL met2: 13400 µm
- The final timing summary puts the cycle share of the worst path at 0.798.
* Max-area cell share: 0.383
- Detailed-routing wirelength on met1: 12900 µm
- The violation tally recorded at the end of detailed-routing iteration 0 is 755.
- The tree is rooted in a sky130_fd_sc_hd__clkbuf_16.
- Most area-consuming cells after synthesis: sky130_fd_sc_hd__dfrtp_1, sky130_fd_sc_hd__mux4_2, sky130_fd_sc_hd__o21ai_0, sky130_fd_sc_hd__mux2i_1, sky130_fd_sc_hd__nand2_1
* Adder-cell share of the synthesized area: 0
- At the pin with the least slew margin, the transition time is 0.951 ns.
* Count of hold buffers inserted by post-cts repair: 0
- Simple logic cell fraction of the synthesized area: 0.187
- Portion of total power attributed to the clock network: 0.410
* Reg-to-reg critical path endpoint: read_data[12]
* Wire length of the first global-routing pass: 47900 µm
- Number of warnings issued by yosys: 10
- The skew report gives the latency at the later pin of the worst-skew pair as 0.42 ns.
- The clock period could shrink to 5.03 ns.
* Startpoint-to-endpoint class of the critical path: primary input to primary output
- Combinational family with the most area after synthesis: AND-OR/OR-AND gates
- Mean routed wirelength per cell: 28.1 µm
- Post-CTS Resized: 0
- In this run the tools logged warnings totalling 25.
* CTS tree: done
==> cell usage in the layout, fill, tap and decap left out, types with 5 or more instances in the layout <==
cell type and instances:
sky130_fd_sc_hd__o2111ai_1 6, sky130_fd_sc_hd__a221oi_1 13, sky130_fd_sc_hd__nand3_1 46, sky130_fd_sc_hd__nand2b_1 14
sky130_fd_sc_hd__a21oi_1 38, sky130_fd_sc_hd__a311oi_1 9, sky130_fd_sc_hd__nand4_1 6, sky130_fd_sc_hd__a211o_1 6
sky130_fd_sc_hd__nor2b_1 6, sky130_fd_sc_hd__and3b_1 5, sky130_fd_sc_hd__mux2i_1 31, sky130_fd_sc_hd__o21ai_0 71
sky130_fd_sc_hd__clkbuf_16 17, sky130_fd_sc_hd__a221o_1 5, sky130_fd_sc_hd__nor2_1 60, sky130_fd_sc_hd__a211oi_1 7
sky130_fd_sc_hd__buf_4 26, sky130_fd_sc_hd__and3_1 8, sky130_fd_sc_hd__mux4_2 16, sky130_fd_sc_hd__nor3_1 35
sky130_fd_sc_hd__mux2_2 23, sky130_fd_sc_hd__clkdlybuf4s50_1 96, sky130_fd_sc_hd__inv_1 19, sky130_fd_sc_hd__o31ai_1 5
sky130_fd_sc_hd__dfrtp_1 114, sky130_fd_sc_hd__o211ai_1 5, sky130_fd_sc_hd__a31oi_1 37, sky130_fd_sc_hd__a2bb2oi_1 5
sky130_fd_sc_hd__nand2_1 72
==> through the flow <==
stage	worst slack [ns]	instances	hold slack, ns
6_report	1.27	1129	0.379
5_1_grt	1.23	1129	0.388
4_1_cts	1.37	1129	0.381
3_5_place_dp	1.40	1097	0.369
3_3_place_gp	1.46	1097	0.362
2_1_floorplan	2.42	832	0.355
==> worst max-delay path: stages <==
cell,delay [ns]
sky130_fd_sc_hd__clkdlybuf4s50_1,0.46
sky130_fd_sc_hd__buf_4,0.30
sky130_fd_sc_hd__nand2_1,0.29
sky130_fd_sc_hd__nor2_1,0.55
sky130_fd_sc_hd__a22oi_1,0.18
sky130_fd_sc_hd__nor3_1,0.22
sky130_fd_sc_hd__clkdlybuf4s50_1,0.50
==> power groups by stage <==
stage	logic [mW]	registers, mW	clock network [mW]
final	0.554	0.899	1.01
after global routing	0.595	0.911	1.05
after CTS	0.541	0.898	1.02
==> layout make-up <==
| type | instances | share of cell area |
|---|---|---|
| sequential | 115 | 0.316 |
| timing repair buffer | 123 | 0.128 |
| clock buffer | 23 | 0.0536 |
| inverter | 20 | 0.00825 |
| tap | 229 | 0.0315 |
| clock inverter | 9 | 0.0139 |
| multi-input combinational | 610 | 0.449 |
==> synth_stat cells, types with 7 or more instances <==
library cell,n
sky130_fd_sc_hd__a211oi_1,7
sky130_fd_sc_hd__a21oi_1,38
sky130_fd_sc_hd__a221oi_1,13
sky130_fd_sc_hd__a311oi_1,9
sky130_fd_sc_hd__a31oi_1,37
sky130_fd_sc_hd__and3_1,8
sky130_fd_sc_hd__buf_4,16
sky130_fd_sc_hd__clkbuf_1,58
sky130_fd_sc_hd__dfrtp_1,114
sky130_fd_sc_hd__inv_1,19
sky130_fd_sc_hd__mux2_2,23
sky130_fd_sc_hd__mux2i_1,31
sky130_fd_sc_hd__mux4_2,16
sky130_fd_sc_hd__nand2_1,72
sky130_fd_sc_hd__nand2b_1,14
sky130_fd_sc_hd__nand3_1,46
sky130_fd_sc_hd__nor2_1,60
sky130_fd_sc_hd__nor2b_1,7
sky130_fd_sc_hd__nor3_1,35
sky130_fd_sc_hd__o21ai_0,71
==> metal layers <==
metal / GRT usage / vias to the layer above
met5: 0 / -
met4: 0.106 / 0
met3: 0.125 / 70
met2: 0.492 / 562
met1: 0.528 / 3633
li1: - / 3265
==> how the worst max path moves through the flow <==
stage / from / end / slack (ns) / cells past startpoint
6_report: haddr[1] / hresp / 1.27 / 7
5_1_grt: haddr[1] / hresp / 1.23 / 7
4_1_cts: haddr[1] / hresp / 1.37 / 7
==> cell families after synthesis <==
| group | count (synthesis) |
|---|---|
| simple gates | 279 |
| flops | 115 |
| mux | 70 |
| compound gates | 261 |
| buf+inv | 107 |
No activity file was given, so power comes from the tool's default toggle rates.
